--- run.sh ---
#!/bin/bash
# OpenROAD 26Q1-2900-gdf79404cd8, Yosys 0.63+post, stock flow scripts
make -C /OpenROAD-flow-scripts/flow DESIGN_CONFIG=/design/flow/config.mk WORK_HOME=/design/flow/orfs finish
--- config.mk ---
export PLATFORM = sky130hd
export DESIGN_NAME = EX
export DESIGN_NICKNAME = EX
export VERILOG_FILES = /design/flow/design.v
export SDC_FILE = /design/flow/constraint.sdc
export NUM_CORES = 4
export LEC_CHECK = 1
export CORE_UTILIZATION = 40
--- constraint.sdc ---
current_design EX

set clk_period 15.1
set clk_io_pct 0.2

create_clock -name clk0 -period $clk_period

set non_clock_inputs [all_inputs -no_clocks]
set_input_delay [expr $clk_period * $clk_io_pct] -clock clk0 $non_clock_inputs
set_output_delay [expr $clk_period * $clk_io_pct] -clock clk0 [all_outputs]
--- design.v ---
module ALU (
  Result, overflow,
  ALUCode, A, B
);
  input [4:0]  ALUCode;         
  input [31:0]  A, B;
  output reg[31:0]  Result;
  output overflow;
  reg signed [31:0] B_reg;
  always @(B) begin
    B_reg = B;
  end
  reg [31:0] ALUResult;
  always @(ALUResult) begin
    Result = ALUResult;
  end
  parameter alu_add  =  5'b00000;
  parameter alu_and  =  5'b00001;
  parameter alu_xor  =  5'b00010;
  parameter alu_or   =  5'b00011;
  parameter alu_nor  =  5'b00100;
  parameter alu_sub  =  5'b00101;
  parameter alu_andi = 5'b00110;
  parameter alu_xori = 5'b00111;
  parameter alu_ori  = 5'b01000;
  parameter alu_jr   =  5'b01001;
  parameter alu_beq  =  5'b01010;
  parameter alu_bne  =  5'b01011;
  parameter alu_bgez = 5'b01100;
  parameter alu_bgtz = 5'b01101;
  parameter alu_blez = 5'b01110;
  parameter alu_bltz = 5'b01111;
  parameter alu_sll  =  5'b10000;
  parameter alu_srl  =  5'b10001;
  parameter alu_sra  =  5'b10010;  
  parameter alu_slt  =  5'b10011;
  parameter alu_sltu = 5'b10100;
wire Binvert, co;
wire[31:0] actB;
wire[31:0] sum;
assign Binvert = ~(ALUCode==alu_add);
assign actB = B^{32{Binvert}};
adder_32bits adder(A, actB, sum, Binvert, co);
wire SLTResult;
wire SLTUResult;
assign SLTResult = (A[31]&&(~B[31]))||((A[31]~^B[31])&&sum[31]);
assign SLTUResult = ((~A[31])&&(B[31]))||((A[31]~^B[31])&&sum[31]);
wire[31:0] SRAResult;
assign SRAResult = B_reg>>>A;
wire[31:0] ANDResult;
assign ANDResult = A & B;
wire[31:0] XORResult;
assign XORResult = A ^ B;
wire[31:0] ORResult;
assign ORResult  = A | B;
wire[31:0] NORResult;
assign NORResult = ~(A & B);
wire[31:0] ANDIResult;
assign ANDIResult = A & {16'b0, B[15:0]};
wire[31:0] XORIResult;
assign XORIResult = A ^ {16'b0, B[15:0]};
wire[31:0] ORIResult;
assign ORIResult = A | {16'b0, B[15:0]};
wire[31:0] JRResult;
assign JRResult = A;
wire[31:0] SLLResult;
assign SLLResult = B<<A;
wire[31:0] SRLResult;
assign SRLResult = B>>A;
wire sum32, sum33;
assign sum32 = A[31]^actB[31]^co;
assign sum33 = (A[31]&&actB[31])||(co&&(A[31]||actB[31]));
assign overflow = (sum32^sum[31]);
always @(*)
  begin
    case (ALUCode)
      alu_add:  ALUResult = sum;
      alu_and:  ALUResult = ANDResult;
      alu_xor:  ALUResult = XORResult;
      alu_or :  ALUResult = ORResult;
      alu_nor:  ALUResult = NORResult;
      alu_sub:  ALUResult = sum;
      alu_andi: ALUResult = ANDIResult;
      alu_xori: ALUResult = XORIResult;
      alu_ori:  ALUResult = ORIResult;
      alu_jr:   ALUResult = JRResult;  
      alu_sll:  ALUResult = SLLResult;
      alu_srl:  ALUResult = SRLResult;
      alu_sra:  ALUResult = SRAResult;
      alu_slt:  ALUResult = {15'd0, SLTResult};
      alu_sltu: ALUResult = {15'd0, SLTUResult};
      alu_beq:  ALUResult = 32'b0;
      alu_bne:  ALUResult = 32'b0;
      alu_bgez: ALUResult = 32'b0;
      alu_bgtz: ALUResult = 32'b0;
      alu_blez: ALUResult = 32'b0;
      alu_bltz: ALUResult = 32'b0;
    endcase
  end
endmodule
`timescale 1ns / 1ps
module EX(RegDst_ex, ALUCode_ex, ALUSrcA_ex, ALUSrcB_ex, Imm_ex, Sa_ex, RsAddr_ex, RtAddr_ex, RdAddr_ex,
          RsData_ex, RtData_ex, RegWriteData_wb, ALUResult_mem, RegWriteAddr_wb, RegWriteAddr_mem, 
       RegWrite_wb, RegWrite_mem, RegWriteAddr_ex, ALUResult_ex, MemWriteData_ex, ALU_A, ALU_B);
    input RegDst_ex;
    input [4:0] ALUCode_ex;
    input ALUSrcA_ex;
    input ALUSrcB_ex;
    input [31:0] Imm_ex;
    input [31:0] Sa_ex;
    input [4:0] RsAddr_ex;
    input [4:0] RtAddr_ex;
    input [4:0] RdAddr_ex;
    input [31:0] RsData_ex;
    input [31:0] RtData_ex;
    input [31:0] RegWriteData_wb;
    input [31:0] ALUResult_mem;
    input [4:0] RegWriteAddr_wb;
    input [4:0] RegWriteAddr_mem;
    input RegWrite_wb;
    input RegWrite_mem;
    output [4:0] RegWriteAddr_ex;
    output [31:0] ALUResult_ex;
    output [31:0] MemWriteData_ex;
    output [31:0] ALU_A;
    output [31:0] ALU_B;
  wire[1:0] ForwardA,ForwardB;
  assign ForwardA[0] = RegWrite_wb && (RegWriteAddr_wb!=0) && (RegWriteAddr_mem!=RsAddr_ex)&&(RegWriteAddr_wb==RsAddr_ex);
  assign ForwardA[1] = RegWrite_mem && (RegWriteAddr_mem!=0) && (RegWriteAddr_mem==RsAddr_ex);
  assign ForwardB[0] = RegWrite_wb && (RegWriteAddr_wb!=0) && (RegWriteAddr_mem!=RtAddr_ex)&&(RegWriteAddr_wb==RtAddr_ex);
  assign ForwardB[1] = RegWrite_mem && (RegWriteAddr_mem!=0) && (RegWriteAddr_mem==RtAddr_ex);
  wire [31:0] outA;
  mux4 mux1(RsData_ex, RegWriteData_wb, ALUResult_mem, 0, ForwardA, outA);
  mux2 mux2(outA, Sa_ex, ALUSrcA_ex, ALU_A);
  mux4 mux3(RtData_ex, RegWriteData_wb, ALUResult_mem, 0, ForwardB, MemWriteData_ex);
  mux2 mux4(MemWriteData_ex, Imm_ex, ALUSrcB_ex, ALU_B);
   ALU  ALU (
  .Result(ALUResult_ex),
  .overflow(),
  .ALUCode(ALUCode_ex), 
  .A(ALU_A), 
  .B(ALU_B)
);
  mux2 mux5(RtAddr_ex, RdAddr_ex, RegDst_ex, RegWriteAddr_ex);
endmodule
module adder_32bits(a, b, s, ci, co);
input [31:0] a;
input [31:0] b;
input ci;
output [31:0] s;
output co;
wire [31:0] s0;
wire [31:0] s1;
wire co01, co02, co03, co04, co05, co06, co07;
wire co11, co12, co13, co14, co15, co16, co17;
wire co1, co2, co3, co4, co5, co6, co7;
adder_4bits adder_4bits_00_0(a[3:0], b[3:0], s[3:0], ci, co0);
adder_4bits adder_4bits_01_0(a[7:4], b[7:4], s0[7:4], 0, co01);
adder_4bits adder_4bits_02_0(a[11:8], b[11:8], s0[11:8], 0, co02);
adder_4bits adder_4bits_03_0(a[15:12], b[15:12], s0[15:12], 0, co03);
adder_4bits adder_4bits_04_0(a[19:16], b[19:16], s0[19:16], 0, co04);
adder_4bits adder_4bits_05_0(a[23:20], b[23:20], s0[23:20], 0, co05);
adder_4bits adder_4bits_06_0(a[27:24], b[27:24], s0[27:24], 0, co06);
adder_4bits adder_4bits_07_0(a[31:28], b[31:28], s0[31:28], 0, co07);
adder_4bits adder_4bits_01_1(a[7:4], b[7:4], s1[7:4], 1, co11);
adder_4bits adder_4bits_02_1(a[11:8], b[11:8], s1[11:8], 1, co12);
adder_4bits adder_4bits_03_1(a[15:12], b[15:12], s1[15:12], 1, co13);
adder_4bits adder_4bits_04_1(a[19:16], b[19:16], s1[19:16], 1, co14);
adder_4bits adder_4bits_05_1(a[23:20], b[23:20], s1[23:20], 1, co15);
adder_4bits adder_4bits_06_1(a[27:24], b[27:24], s1[27:24], 1, co16);
adder_4bits adder_4bits_07_1(a[31:28], b[31:28], s1[31:28], 1, co17);
assign co1 = co01 || (co11 && co0);
assign co2 = co02 || (co12 && co1);
assign co3 = co03 || (co13 && co2);
assign co4 = co04 || (co14 && co3);
assign co5 = co05 || (co15 && co4);
assign co6 = co06 || (co16 && co5);
assign co = co07 || (co17 && co6);
mux_4bits mux_4bits_1(s0[7:4], s1[7:4], co0, s[7:4]);
mux_4bits mux_4bits_2(s0[11:8], s1[11:8], co1, s[11:8]);
mux_4bits mux_4bits_3(s0[15:12], s1[15:12], co2, s[15:12]);
mux_4bits mux_4bits_4(s0[19:16], s1[19:16], co3, s[19:16]);
mux_4bits mux_4bits_5(s0[23:20], s1[23:20], co4, s[23:20]);
mux_4bits mux_4bits_6(s0[27:24], s1[27:24], co5, s[27:24]);
mux_4bits mux_4bits_7(s0[31:28], s1[31:28], co6, s[31:28]);
endmodule  
module adder_4bits(a, b, s, ci, co);
input [3:0] a;
input [3:0] b;
input ci;
output [3:0] s;
output co;
integer i;
reg [3:0] s;
reg [4:0] c;
assign co=c[4];
always @(a or b or ci) begin
  c[0]=ci;
  for (i=0;i<=3;i=i+1)
    begin 
      s[i]= ((~(a[i] && b[i])) && (a[i] || b[i])) ^ c[i];
      c[i+1]=(a[i] && b[i]) || ((a[i] || b[i]) && c[i]);
    end
end
endmodule  
`timescale 1ns / 1ps
module mux2(A, B, sel, out);
  parameter N = 31;
  input [N:0]A;
  input [N:0]B;
  input sel;
  output reg[N:0] out;
  always @(*)
    begin
      case(sel)
        0: out = A;
        1: out = B;
      endcase
    end
endmodule
module mux4(A, B, C, D, sel, out);
  input [31:0]A;
  input [31:0]B;
  input [31:0]C;
  input [31:0]D;
  input [1:0] sel;
  output reg[31:0] out;
  always @(*)
    begin
      case(sel)
        2'b00: out = A;
        2'b01: out = B;
        2'b10: out = C;
        2'b11: out = D;
      endcase
    end
endmodule
module mux_4bits(in0, in1, sel, out);
parameter N = 3;
input [N:0] in0;
input [N:0] in1;
input sel;
output reg [N:0] out;
always @(*) begin
  case (sel)
      0 : out = in0;
      1 : out = in1;
  endcase
end
endmodule  
==> out/qor.yml <==
dr_wl_met3_um: 9260
vias_per_cell: 6.64
fill_cells: 2907
status: "finished, final reports clean"
grt_pass1_vias: 15200
drc: 0
routedWlPerCell_um: 29.4
end_kind: "output port"
vias: 16400
switching_power_uw: 444
maxCapViolCount: 0
drt_wl_total_um: 72500
grt_max_degree: 55
min_period_over_period: 0.666
unclocked_regs: 32
dpl.cell_count: 2466
syn_area_um2: 12500
layout-drive-gt1-share: 0.0749
initial_utilization: 0.408
synth.most_common_cell: "nand2_1"
antenna_found_initial: 4
hp-class: "input port to output port"
postCtsResizedCells: 0
chipWidth_um: 179
warnings: 91
async_reset_ff_frac: 0
power.internal_uw: 317
core_area_um2: 30700
postCtsHoldBufs: 0
vdd_drop_max_mv: 0.0237
post-cts-setup-buffers: 0
yosys_register_bits: 32
finalSetupViolations: 0
utilization: 0.536
overflow: 0
timing.hold.ws_ns: 7.03
boundaryPins: 360
swShare: 0.584
netlist_instances: 1783
slew_violations: 0
path_max_fanout: 44
fin_cells: 2469
dr.pass1.iters: 28
combinationalPowerShare: 0.979
area_leaders: "ha_1 12%, mux2i_1 11%, nand2_1 5.0%, nor2_1 4.7%, xnor2_1 3.8%"
grt.total_usage: 0.455
ys_area_um2: 12500
top_cell_area_share: 0.116
slew_headroom: 0.344
synth_cell_types: 99
p_clk_frac: 0
avgSynthCellArea_um2: 7.03
die_h_um: 179
place_hpwl_um: 58200
untimed_endpoints: 64
yosysCellCount: 1783
worst_pin_slew_ns: 0.981
dieArea_um2: 32000
p_seq_frac: 0.021
fin_tns_setup_ns: 0
drtAntennaViolNets: 0
finalHoldViolCount: 0
pwr_density_cell_nw_per_um2: 46.2
cp.required_ns: 12.08
p_leak_uw: 0.00662
rsz0062_at_grt: "no"
dr.max_layer_used: "met4"
cp.arrival_ns: 7.04
flop_cell: "dlxtn_1"
largest_register_ffs: 32
min_period_ns: 10.06
fmax_mhz: 99.4
grt_pass1_wl_um: 104000
startpoint_type: "input port"
finalPower_uw: 761
drtIter0Drc: 2193
synth_top_cell_by_area: "ha_1"
io_buffer_count: 360
ys_warn_count: 23
worstSetupPathType: "input port to output port"
dr_wl_met2_um: 31000
area_growth_syn_to_layout_pct: 31.5
met1_length_um: 28400
gp_congestion: 1.09
edf_count: 0
rows: 64
common_cells: "166 x nand2_1, 157 x nor2_1, 137 x mux2i_1"
==> placed cells by master (no fill, tap or decap), types with 9 or more instances in the layout <==
| cell | count |
|---|---|
| mux2_2 | 25 |
| nand2_1 | 165 |
| nor3_1 | 55 |
| o211ai_1 | 40 |
| mux2i_1 | 137 |
| ha_1 | 116 |
| a221oi_1 | 10 |
| a311oi_1 | 9 |
| a211oi_1 | 38 |
| a41oi_1 | 13 |
| o21ai_0 | 87 |
| nand4_1 | 20 |
| mux4_2 | 15 |
| a31o_2 | 11 |
| a22oi_1 | 20 |
| o2111ai_1 | 25 |
| nor2_1 | 156 |
| dlxtn_1 | 32 |
| a2111oi_0 | 20 |
| xor2_1 | 25 |
| a31oi_1 | 20 |
| nand2b_1 | 16 |
| clkdlybuf4s50_1 | 359 |
| o31ai_1 | 14 |
| inv_1 | 122 |
| buf_4 | 59 |
| xnor2_1 | 55 |
| a32oi_1 | 12 |
| and3_1 | 17 |
| nand3_1 | 80 |
| a21oi_1 | 92 |
| o22ai_1 | 12 |
==> cell type report <==
type | instances | area, um2 | share of cell area
sequential | 32 | 480 | 0.0291
inverter | 129 | 487 | 0.0295
antenna | 3 | 7.51 | 0.000455
tap | 396 | 495 | 0.0301
timing repair buffer | 419 | 4040 | 0.245
multi-input combinational | 1490 | 11000 | 0.666
==> power groups by stage <==
stage / clock (uW) / combinational, uW / sequential (uW)
after CTS: 0 / 721 / 16.3
final: 0.0000172 / 744 / 16.3
after global routing: 0.0000177 / 782 / 17.1
==> layer usage <==
metal  up-vias  GRT usage
met2      1255      0.680
met1      7653      0.615
li1       7289          -
met3       209      0.115
met5         -          0
met4         0      0.206
==> worst paths after layout <==
kind | from | depth (start not counted) | slack (ns) | end
setup / recovery | RegWriteAddr_mem[1] | 10 | 5.04 | ALU_A[3]
hold / removal | RtData_ex[9] | 4 | 7.03 | MemWriteData_ex[9]
==> critical path: stages <==
cell	delay, ns
clkdlybuf4s50_1	0.51
or4_4	0.60
o211a_1	0.37
nand2_1	0.73
and3_1	0.32
o31ai_4	0.06
buf_4	0.27
inv_2	0.07
buf_4	0.49
clkdlybuf4s50_1	0.57
==> metrics by stage <==
| step | area (um2) | setup slack [ns] |
|---|---|---|
| after floorplan | 12500 | 6.71 |
| after global placement | 16500 | 5.25 |
| after detailed placement | 16500 | 5.20 |
| after CTS | 16500 | 5.20 |
| after global routing | 16500 | 4.91 |
| final | 16500 | 5.04 |
==> kinds of logic after synthesis <==
group / after synthesis / synth area share
AND-OR/OR-AND: 542 / 0.319
AND/OR/NAND/NOR: 570 / 0.214
adder cells (fa/ha/maj): 121 / 0.124
buffers and inverters: 261 / 0.0901
XOR/XNOR: 80 / 0.0559
latches: 32 / 0.0383
multiplexers: 177 / 0.159
Power and IR drop assume default switching activity.
