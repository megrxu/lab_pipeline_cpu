## design/flow/config.mk

```make
export PLATFORM = sky130hd
export DESIGN_NAME = IF
export DESIGN_NICKNAME = IF
export VERILOG_FILES = /design/flow/design.v
export SDC_FILE = /design/flow/constraint.sdc
export NUM_CORES = 4
export LEC_CHECK = 1
export CORE_UTILIZATION = 50
```

## design/flow/constraint.sdc

```tcl
current_design IF

set clk_period 5.4
set clk_io_pct 0.2

create_clock -name clk0 -period $clk_period [get_ports {clk}]

set non_clock_inputs [all_inputs -no_clocks]
set_input_delay [expr $clk_period * $clk_io_pct] -clock clk0 $non_clock_inputs
set_output_delay [expr $clk_period * $clk_io_pct] -clock clk0 [all_outputs]
```

## design/flow/design.v

```verilog
`timescale 1ns / 1ps
module IF(clk, reset, Z, J, JR, PC_IFWrite, JumpAddr, 
           JrAddr, BranchAddr, Instruction_if,PC, NextPC_if);
    input clk;
    input reset;
    input Z;
    input J;
    input JR;
    input PC_IFWrite;
    input [31:0] JumpAddr;
    input [31:0] JrAddr;
    input [31:0] BranchAddr;
    output [31:0] Instruction_if;
    output [31:0] NextPC_if;
    output [31:0] PC;
wire [31:0] PC_in;
mux8 mux8(NextPC_if, BranchAddr, JumpAddr, 0, JrAddr, 0, 0, 0, {JR, J, Z}, PC_in);
dffre #(.WIDTH(32))PC_reg(PC_in, PC_IFWrite, reset, clk, PC);
adder_32bits adder_32bits(PC, 4, NextPC_if, 0, co);
InstructionROM  InstructionROM(
  .addr(PC[7:2]),
  .dout(Instruction_if));
endmodule
module InstructionROM(addr,dout);
  input [5 : 0] addr;
  output [31 : 0] dout;
  reg [31 : 0] dout;
  always @(*)
    case (addr)
      6'd0:   dout=32'h0800000b ;
      6'd1:   dout=32'h20080042 ;
      6'd2:   dout=32'h20090004 ;
      6'd3:   dout=32'h01095022 ;
      6'd4:   dout=32'h01485825 ;
      6'd5:   dout=32'hac0b000c ;
      6'd6:   dout=32'h8d2c0008 ;
      6'd7:   dout=32'h000c4080 ;
      6'd8:   dout=32'h8d2b0008 ;
      6'd9:   dout=32'h012a582b ;
      6'd10:  dout=32'h0800000a ;
      6'd11:  dout=32'h14000001 ;
      6'd12:  dout=32'h1000fff4 ;
      6'd13:  dout=32'h00000000 ;
      default:dout=32'h00000000 ;
    endcase  
endmodule
module adder_32bits(a, b, s, ci, co);
input [31:0] a;
input [31:0] b;
input ci;
output [31:0] s;
output co;
wire [31:0] s0;
wire [31:0] s1;
wire co01, co02, co03, co04, co05, co06, co07;
wire co11, co12, co13, co14, co15, co16, co17;
wire co1, co2, co3, co4, co5, co6, co7;
adder_4bits adder_4bits_00_0(a[3:0], b[3:0], s[3:0], ci, co0);
adder_4bits adder_4bits_01_0(a[7:4], b[7:4], s0[7:4], 0, co01);
adder_4bits adder_4bits_02_0(a[11:8], b[11:8], s0[11:8], 0, co02);
adder_4bits adder_4bits_03_0(a[15:12], b[15:12], s0[15:12], 0, co03);
adder_4bits adder_4bits_04_0(a[19:16], b[19:16], s0[19:16], 0, co04);
adder_4bits adder_4bits_05_0(a[23:20], b[23:20], s0[23:20], 0, co05);
adder_4bits adder_4bits_06_0(a[27:24], b[27:24], s0[27:24], 0, co06);
adder_4bits adder_4bits_07_0(a[31:28], b[31:28], s0[31:28], 0, co07);
adder_4bits adder_4bits_01_1(a[7:4], b[7:4], s1[7:4], 1, co11);
adder_4bits adder_4bits_02_1(a[11:8], b[11:8], s1[11:8], 1, co12);
adder_4bits adder_4bits_03_1(a[15:12], b[15:12], s1[15:12], 1, co13);
adder_4bits adder_4bits_04_1(a[19:16], b[19:16], s1[19:16], 1, co14);
adder_4bits adder_4bits_05_1(a[23:20], b[23:20], s1[23:20], 1, co15);
adder_4bits adder_4bits_06_1(a[27:24], b[27:24], s1[27:24], 1, co16);
adder_4bits adder_4bits_07_1(a[31:28], b[31:28], s1[31:28], 1, co17);
assign co1 = co01 || (co11 && co0);
assign co2 = co02 || (co12 && co1);
assign co3 = co03 || (co13 && co2);
assign co4 = co04 || (co14 && co3);
assign co5 = co05 || (co15 && co4);
assign co6 = co06 || (co16 && co5);
assign co = co07 || (co17 && co6);
mux_4bits mux_4bits_1(s0[7:4], s1[7:4], co0, s[7:4]);
mux_4bits mux_4bits_2(s0[11:8], s1[11:8], co1, s[11:8]);
mux_4bits mux_4bits_3(s0[15:12], s1[15:12], co2, s[15:12]);
mux_4bits mux_4bits_4(s0[19:16], s1[19:16], co3, s[19:16]);
mux_4bits mux_4bits_5(s0[23:20], s1[23:20], co4, s[23:20]);
mux_4bits mux_4bits_6(s0[27:24], s1[27:24], co5, s[27:24]);
mux_4bits mux_4bits_7(s0[31:28], s1[31:28], co6, s[31:28]);
endmodule  
module adder_4bits(a, b, s, ci, co);
input [3:0] a;
input [3:0] b;
input ci;
output [3:0] s;
output co;
integer i;
reg [3:0] s;
reg [4:0] c;
assign co=c[4];
always @(a or b or ci) begin
  c[0]=ci;
  for (i=0;i<=3;i=i+1)
    begin 
      s[i]= ((~(a[i] && b[i])) && (a[i] || b[i])) ^ c[i];
      c[i+1]=(a[i] && b[i]) || ((a[i] || b[i]) && c[i]);
    end
end
endmodule  
module dff 
(
d,  
clk, 
q);
parameter WIDTH = 1;
input clk;
input [WIDTH-1:0] d;
output [WIDTH-1:0] q;
reg [WIDTH-1:0] q;
always @ (posedge clk) 
q <= d;
endmodule
module dffr 
(
d, 
r, 
clk, 
q);
parameter WIDTH = 1;
input r;
input clk;
input [WIDTH-1:0] d;
output [WIDTH-1:0] q;
reg [WIDTH-1:0] q;
always @ (posedge clk) 
if ( r ) 
q <= {WIDTH{1'b0}};
else
q <= d;
endmodule
module dffre
(
d,
en,
r,
clk,
q
);
parameter WIDTH = 1;
input en;
input r;
input clk;
input [WIDTH-1:0] d;
output [WIDTH-1:0] q;
reg [WIDTH-1:0] q;
always @ (posedge clk)
if ( r )
q <= {WIDTH{1'b0}};
else if (en)
q <= d;
else q <= q;
endmodule
module mux8(A, B, C, D, E, F, G, H, sel, out);
  input [31:0]A;
  input [31:0]B;
  input [31:0]C;
  input [31:0]D;
  input [31:0]E;
  input [31:0]F;
  input [31:0]G;
  input [31:0]H;
  input [2:0] sel;
  output reg[31:0] out;
  always @(*)
    begin
      case(sel)
        3'b000: out = A;
        3'b001: out = B;
        3'b010: out = C;
        3'b011: out = D;
        3'b100: out = E;
        3'b101: out = F;
        3'b110: out = G;
        3'b111: out = H;
      endcase
    end
endmodule
module mux_4bits(in0, in1, sel, out);
parameter N = 3;
input [N:0] in0;
input [N:0] in1;
input sel;
output reg [N:0] out;
always @(*) begin
  case (sel)
      0 : out = in0;
      1 : out = in1;
  endcase
end
endmodule  
```

## design/flow/run.sh

```bash
#!/bin/bash
# OpenROAD 26Q1-2900-gdf79404cd8, Yosys 0.63+post, stock flow scripts
make -C /OpenROAD-flow-scripts/flow DESIGN_CONFIG=/design/flow/config.mk WORK_HOME=/design/flow/orfs finish
```

==> results.rst <==
Flow metrics
------------

.. list-table::
   :header-rows: 1

   * - Metric
     - Value
   * - Outcome
     - finished clean
   * - Post-layout period usage of the worst path
     - roughly 74%
   * - Final HPWL from detailed placement
     - around 9000 um
   * - Chip area
     - slightly below 8000 um2
   * - Post-synthesis cell count from yosys
     - around 470
   * - Origin of the critical flop-to-flop path
     - PC_reg.q[4]
   * - Clock tree from TritonCTS
     - yes
   * - Setup TNS
     - 0 ns
   * - Clk Tree Root Cell
     - sky130_fd_sc_hd__clkbuf_8
   * - Setup repair after global routing missed its margin
     - false
   * - Violation count after the first detailed-route iteration
     - about 250
   * - Max-slew violation count
     - 0
   * - Antenna violation net count after detailed routing
     - 0
   * - Topmost layer with routed signal wires
     - met4
   * - Maximum Capacitance Violations
     - 0
   * - Post-synthesis share of cell area spent on full adders, half adders and majority gates
     - 8.60%
   * - Number of distinct library cells after synthesis
     - ~58
   * - Post-synth area from yosys stat
     - 3780 um2
   * - Power after layout
     - ~1.1 mW
   * - Post-CTS Repair Setup Buffers
     - 0
   * - Pleak
     - approximately 2.3 nW
   * - Tmin final
     - between 4 and 5 ns
   * - Most common library cell in the layout ignoring fill and taps
     - sky130_fd_sc_hd__clkdlybuf4s50_1
   * - Hold path startpoint
     - PC_reg.q[21]
   * - Horizontal die size
     - between 80 and 90 um
   * - Ys async rst share
     - 0%
   * - Maximum number of buffers from clock root to sink
     - 2
   * - Util after Layout
     - 78.8%
   * - Wire length per cell after detailed routing
     - ~16 um
   * - Top Layout Cells
     - sky130_fd_sc_hd__clkdlybuf4s50_1 (193), sky130_fd_sc_hd__dfxtp_1 (54), sky130_fd_sc_hd__nand2_1 (52)
   * - EDFF count, synth
     - 0
   * - Data arrival, critical path
     - ~3 ns
   * - Most used flip-flop cell
     - sky130_fd_sc_hd__dfxtp_1
   * - Top fanout value on the critical path
     - 8
   * - Count of warning messages emitted by the tools
     - 30
   * - Logic family by area
     - AND-OR/OR-AND gates
   * - WP data required
     - ~4.3 ns
   * - Number of vias per cell after detailed routing
     - ~5.6
   * - Number of failing hold endpoints at the final stage
     - 0
   * - Reg2Reg Depth
     - 9
   * - Fp util
     - about half
   * - Simple share
     - between 10% and 20%
   * - Global-route wire length before repair
     - 17800 um
   * - Layout cells sized above 1
     - approximately 7.6%
   * - Worst VDD drop
     - 0.139 mV
   * - Clock sink total
     - about 54
   * - Via count of the first global-routing pass
     - 3579
   * - Number of buffers inserted during clock tree synthesis
     - 5
   * - Xor/xnor share
     - ~1.9%
   * - Largest net degree at the start of global routing
     - 38
   * - Fin Clk Skew
     - 0.00934 ns
   * - Number of core rows
     - 31
   * - Remaining DRCs
     - 0
   * - GP Congestion
     - around 1.0
   * - Mapped Cells
     - 472
   * - Antenna violations before repair
     - 0
   * - Post-route met1 wirelength
     - approximately 5200 um
   * - DR vias
     - approximately 4.1k
   * - Reg2reg setup slack
     - 2.81 ns
   * - Yosys warnings
     - 22
   * - Placeable Area
     - about 7300 um2
   * - Signed area change from the synthesized netlist to the final layout
     - 52.0%
   * - Achievable clock frequency
     - ~250 MHz
   * - Setup CP Type
     - reg -> out
   * - Share of cell area taken by muxes after synthesis
     - approximately 6.5%
   * - FF+latch count, synth
     - approximately 54
   * - Clock slew at the register clock pins of the worst setup and hold paths
     - ~0.1 ns
   * - I/O pin count
     - 198
   * - Clk ins delay skew pair
     - around 0.31 ns
   * - Actual slew at the worst max-slew pin
     - between 0.9 and 1 ns
   * - Worst setup SP type
     - flop
   * - Global-route congestion overflow total
     - 0
   * - Hold-fix buffers at CTS
     - 0
   * - Power per cell area
     - roughly 190 nW/um2
   * - Total length of routed met3 wires
     - ~1300 um
   * - Buffers on Ports
     - 193
   * - Compound-cell area share of the yosys netlist
     - a little over a quarter
   * - Cell depth of the worst min-delay path
     - 2
   * - Deepest level of the CTS H-tree
     - 2
   * - Mean instance size in the synthesized netlist
     - ~8 um2
   * - Worst flop-to-flop path endpoint
     - PC_reg.q[30]
   * - Met2 Wirelength
     - 5210 um
   * - Total routing resource utilization after global routing
     - 29.8%
   * - Chip height
     - between 80 and 90 um
   * - DRT Wirelength
     - approximately 12000 um
   * - Syn Std Cell Area
     - 3780 um2
   * - Hold Path Class
     - reg -> reg
   * - Ant. Diodes
     - 0
   * - Post-cts repair resize count
     - 0
   * - Post-synthesis sequential area ratio
     - 28.6%
   * - Total setup violations reported at the end of the flow
     - 0
   * - Worst hold path endpoint
     - PC_reg.q[21]
   * - Router iterations before antenna repair
     - 5
   * - Worst setup EP type
     - output pin
   * - Worst rel slew slack
     - between 30 and 40%
[power breakdown]
group	switching [mW]	internal, mW	total (mW)
clock network	0.138	0.153	0.291
logic	0.124	0.204	0.328
registers	0.0199	0.428	0.448
[stage by stage]
step | hold slack (ns) | std cells | setup WS [ns] | area, um2
after floorplan | 0.454 | 475 | 2.32 | 3790
after global placement | 0.481 | 725 | 1.25 | 5620
after detailed placement | 0.495 | 725 | 1.16 | 5620
after CTS | 0.509 | 733 | 1.44 | 5750
after global routing | 0.526 | 733 | 1.19 | 5750
final | 0.505 | 733 | 1.39 | 5750
[final cells by class]
class / instances / area, um2
flip-flops and latches: 54 / 1080
fillers: 519 / 1550
clock inverters: 2 / 38.8
repair buffers: 198 / 1970
inverters: 11 / 41.3
multi-input cells: 363 / 2410
clock buffers: 6 / 82.6
well taps: 99 / 124
[synthesized netlist by cell type, drive strengths merged, types with 3 or more instances]
cell type	instances	area share, %
xnor2	6	1.4
ha	26	8.6
inv	9	0.89
o21ai	37	5.0
and2	23	3.8
nand3	10	1.6
o221ai	3	0.70
nor2	31	3.6
o21a	14	2.8
a22oi	13	2.6
a221oi	7	1.6
nand2b	4	0.73
o22ai	8	1.3
buf	27	5.1
a211oi	10	2.0
mux2	21	6.3
nor2b	5	0.83
nor3b	4	0.79
o211ai	10	2.0
nor3	6	0.93
nand2	53	5.3
a21oi	40	5.3
clkbuf	20	2.0
dfxtp	54	29
[layer usage]
| metal | global-route usage, % | up-vias |
|---|---|---|
| li1 | - | 1996 |
| met1 | 44.8 | 1877 |
| met2 | 46.6 | 237 |
| met3 | 6.09 | 15 |
| met4 | 4.33 | 0 |
| met5 | 0 | - |
[critical path: stages, from the launching register on]
cell and delay, ns:
sky130_fd_sc_hd__dfxtp_1 0.47, sky130_fd_sc_hd__ha_1 0.21, sky130_fd_sc_hd__ha_1 0.15, sky130_fd_sc_hd__ha_1 0.24, sky130_fd_sc_hd__nand2_2 0.16, sky130_fd_sc_hd__nor2_2 0.43, sky130_fd_sc_hd__nand2_1 0.22, sky130_fd_sc_hd__mux2_2 0.29
sky130_fd_sc_hd__clkdlybuf4s50_1 0.45
[how the worst max path moves through the flow]
stage	from	end	slack (ns)
CTS	PC_reg.q[4]	NextPC_if[30]	1.44
global route	J	flop	1.19
finish	PC_reg.q[4]	NextPC_if[30]	1.39
[logic make-up after synthesis]
kind of cell    Yosys count
compound gates          156
simple gates            147
buf+inv                  58
flops                    54
fa+ha+maj                26
mux                      22
xor+xnor                  8
other cells               1
Power and IR drop assume default switching activity.
